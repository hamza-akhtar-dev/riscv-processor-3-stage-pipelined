<file path="flow/design.v">
module timer
(
    input logic rst, clk, 
    input logic [3:0] match,
    output logic timer_int,
    output logic [3:0] count
);
always @(posedge clk)
begin
    if(rst)
    begin
        count <= '0;
    end
    else
    begin
        count <= count + 1;
    end
end
assign timer_int = (count == match) ? 1 : 0;
endmodule
</file>
<file path="flow/run.sh">
#!/bin/bash
# OpenROAD 26Q1-2900-gdf79404cd8, Yosys 0.63+post, stock flow scripts
make -C /OpenROAD-flow-scripts/flow DESIGN_CONFIG=/design/flow/config.mk WORK_HOME=/design/flow/orfs finish
</file>
<file path="flow/config.mk">
export PLATFORM = sky130hd
export DESIGN_NAME = timer
export DESIGN_NICKNAME = timer
export VERILOG_FILES = /design/flow/design.v
export SDC_FILE = /design/flow/constraint.sdc
export NUM_CORES = 4
export LEC_CHECK = 1
export CORE_AREA = 10 10 70 70
export DIE_AREA = 0 0 80 80
</file>
<file path="flow/constraint.sdc">
current_design timer

set clk_period 1.7
set clk_io_pct 0.2

create_clock -name clk0 -period $clk_period [get_ports {clk}]

set non_clock_inputs [all_inputs -no_clocks]
set_input_delay [expr $clk_period * $clk_io_pct] -clock clk0 $non_clock_inputs
set_output_delay [expr $clk_period * $clk_io_pct] -clock clk0 [all_outputs]
</file>
==> summary.rpt <==
PHYSICAL IMPLEMENTATION REPORT
----------------------------------------------------
[CTS]
  Root buffer cell ........................ clkbuf_4
  CTS tree ........................ done
  Maximum buffer depth of the clock tree ........................ 2
  Number of sinks driven by the clock tree ........................ 4
  Clock transition time at the flip-flop clock pins of the worst setup and hold paths ........................ 0.03 ns
  Number of setup buffers added after CTS ........................ 0
  Inserted Clock Buffers ........................ 3
  H-tree levels ........................ 1
  Insertion delay at the late pin of the worst-skew pair ........................ 0.23 ns

[GRT]
  Vias in the first global route ........................ 199
  Final global-route overflow total ........................ 0
  Pin count of the biggest net entering global routing ........................ 6
  Wire length of the first global-routing pass ........................ 869 µm
  GRT Total Usage ........................ 1.644%
  Antenna violations before repair ........................ 0

[Final timing]
  Relative slew margins ........................ 87.24%
  Count of final setup violators ........................ 0
  Final Max Slew Viols ........................ 0
  Post-layout min period ........................ 1.575 ns
  Total Neg Setup Slack ........................ 0 ns
  Setup slack after layout ........................ 0.1254 ns
  Number of hold violations in the final report ........................ 0
  Maximum frequency from static timing analysis ........................ 0.6351 GHz
  Worst Skew ........................ 0.0009000 ns
  Fin crit share ........................ 92.63%
  Post-Route Hold Slack ........................ 0.5558 ns
  Worst-Margin Slew ........................ 0.1911 ns
  RSZ-0062 raised after global routing ........................ no

[Synthesis]
  Cell area after synthesis ........................ 197.7 µm²
  Proportion of netlist area held by the largest area contributor ........................ 40.51%
  Number of instances in the synthesized netlist ........................ 18
  Number of distinct library cell variants in the gate-level netlist after synthesis ........................ 9
  Post-synthesis average cell area ........................ 10.98 µm²
  Count of warnings emitted by yosys ........................ 1
  Share of synthesized area occupied by flip-flops and latches ........................ 40.51%
  Synthesized chip area reported by yosys ........................ 197.7 µm²
  Cell type with the largest total area ........................ dfxtp_1
  Synth area leaders ........................ dfxtp_1 (41%), xor2_1 (18%), mux2_4 (7.6%)
  Synth flops ........................ 4
  Number of cell instances after yosys synthesis ........................ 18

[Pwr]
  Power per unit of standard cell area ........................ 692.7 nW/µm²
  Cell leakage power ........................ 0.0001694 µW
  PnR Total Power ........................ 272.1 µW
  Worst vdd rail ir drop ........................ 91.62 µV

[Finish]
  Largest register by flop count ........................ count
  Most numerous logic cell after layout ........................ clkdlybuf4s50_1
  Max FFs per register ........................ 4
  Largest registers ........................ count: 4 flops
  Top Layout Cells ........................ clkdlybuf4s50_1 (7), xor2_1 (4), dfxtp_1 (4)
  Fraction of layout instances using a drive strength above 1 ........................ 27.27%
  Growth of design area from synthesis to finish ........................ 98.73%
  Final core utilization ........................ 11.50%

[Worst setup path]
  Arrival time at the worst endpoint ........................ 1.23 ns
  Crit path max-delay cell type ........................ clkdlybuf4s50_1
  Crit path required time ........................ 1.36 ns
  Category of the critical setup timing path ........................ in2out
  Delay of the slowest critical-path stage ........................ 0.42 ns
  Worst setup EP type ........................ output port
  Largest driver fanout on the critical path ........................ 1
  Crit start category ........................ input port
  Crit path cell chain ........................ clkdlybuf4s50_1 -> xor2_1 -> nor4_2 -> buf_2

[Routing]
  Routed Wire Length ........................ 506 µm
  Average wire length per cell after detail routing ........................ 6.405 µm
  Drt first-iter violations ........................ 21
  Vias per Instance ........................ 2.253
  Post-route antenna net violation count ........................ 0
  Final routed DRC violation total ........................ 0
  # diodes ........................ 0
  DR pass1 iterations ........................ 2
  Overall via count from detail_route ........................ 178

[Floorplan]
  DIE HEIGHT ........................ 80 µm
  Die width ........................ 80 µm
  Starting density of the core ........................ 5.788%
  Placement row count ........................ 21
  Floorplan die area ........................ 6400 µm²
  IO Pins ........................ 11
  Core region area ........................ 3416 µm²

[Outcome]
  Run status ........................ complete, no violations

[Placed design]
  Setup slack at placement ........................ -0.3119 ns
  Dpl hpwl ........................ 410.6 µm
  Count of port buffers added during placement ........................ 10
  Routability congestion estimate ........................ 0.7433

[Job]
  Number of logged tool warnings ........................ 25
  Count of maximum capacitance violations ........................ 0

[Worst hold path]
  Worst min-delay path category ........................ reg2reg

----------------------------------------------------
[metrics by stage]
step | std cells | instance area [µm²]
floorplan | 18 | 197.7
global placement | 76 | 370.4
detailed placement | 76 | 370.4
CTS | 79 | 387.9
global route | 79 | 392.9
finish | 79 | 392.9
[worst max-delay path: cells and delay by family]
| kind | cells | cell delay (ns) |
|---|---|---|
| XOR/XNOR | 1 | 0.15 |
| AND/OR/NAND/NOR | 1 | 0.19 |
| buffers and inverters | 2 | 0.55 |
[where the power goes]
part / switching [µW] / leakage (µW) / internal (µW)
Sequential: 5.05 / 0.0000329 / 101
Clock: 34.9 / 0.0000138 / 78.7
Combinational: 17.5 / 0.000123 / 35.3
[cells by family (layout without fill, tap and decap cells)]
family	after synthesis	in the layout	share of synthesized area, %
buffers and inverters	0	15	0
adder cells (fa/ha/maj)	1	1	6.328
flip-flops	4	4	40.51
AND/OR/NAND/NOR	7	7	23.42
multiplexers	1	1	7.593
XOR/XNOR	5	5	22.15
[repair_timing]
item,CTS,global route
pin swaps,0,1
endpoints found under the setup margin,1,1
hold buffers,0,0
resized,3,2
[final timing paths]
check | startpoint | to | slack [ns] | depth (start not counted)
worst max register to register | count[0]$_SDFF_PP0_ | count[2]$_SDFF_PP0_ | 0.73 | 4
worst min register to register | count[0]$_SDFF_PP0_ | count[0]$_SDFF_PP0_ | 0.56 | 2
worst max-delay path | match[3] | timer_int | 0.13 | 4
worst min-delay path | count[0]$_SDFF_PP0_ | count[0]$_SDFF_PP0_ | 0.56 | 2
[cell usage after synthesis]
| cell type | n |
|---|---|
| dfxtp_1 | 4 |
| nor2_1 | 3 |
| nand3_2 | 1 |
| xnor2_1 | 1 |
| nor2b_1 | 2 |
| nor4_2 | 1 |
| mux2_4 | 1 |
| xor2_1 | 4 |
| ha_1 | 1 |
[final cells by class]
cell class	count	area (µm²)
Fill cell	394	3023
Multi-Input combinational cell	14	117.6
Timing Repair Buffer	12	115.1
Sequential cell	4	80.08
Tap cell	46	57.56
Clock buffer	3	22.52
[per-layer routing]
metal / track usage [%] / vias to the layer above / wire [µm] / part of all wire [%]
met2: 1.766 / 14 / 158 / 31
met3: 1.250 / 2 / 103 / 20
met4: 1.232 / 0 / 24 / 4.7
li1: - / 90 / - / -
met1: 2.061 / 72 / 220 / 43
met5: 0 / - / 0 / 0
Power and IR drop assume default switching activity.
